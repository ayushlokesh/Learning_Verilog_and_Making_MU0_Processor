==> flow/design.v <==
module Clocks ( Clk_1Hz, Clk_1kHz, Clk_25MHz, Clk );
  output reg  Clk_25MHz;  
  output reg  Clk_1kHz;
  output reg  Clk_1Hz;
  input       Clk;
  reg [1:0] countA;
  reg [16:0] countB;
  reg [26:0] countC;
 initial countA=0;
 initial countB=0; 
 initial countC=0;
 always @(posedge Clk)
  begin
   if(countA == 1) begin Clk_25MHz <= 1; countA <= countA + 1; end
   else if(countA == 3) begin Clk_25MHz <= 0; countA <= 0; end
   else countA <= countA + 1;
   if(countB == 49999) begin Clk_1kHz <= 1; countB <= countB + 1; end
   else if(countB == 99999) begin Clk_1kHz <= 0; countB <= 0; end
   else countB <= countB + 1; 
   if(countC == 49_999_999) begin Clk_1Hz <= 1; countC <= countC + 1; end
   else if(countC == 99_999_999) begin Clk_1Hz <= 0; countC <= 0; end
   else countC <= countC + 1;   
  end
endmodule
==> flow/run.sh <==
#!/bin/bash
# OpenROAD 26Q1-2900-gdf79404cd8, Yosys 0.63+post, stock flow scripts
make -C /OpenROAD-flow-scripts/flow DESIGN_CONFIG=/design/flow/config.mk WORK_HOME=/design/flow/orfs finish
==> flow/config.mk <==
export PLATFORM = sky130hd
export DESIGN_NAME = Clocks
export DESIGN_NICKNAME = Clocks
export VERILOG_FILES = /design/flow/design.v
export SDC_FILE = /design/flow/constraint.sdc
export NUM_CORES = 4
export LEC_CHECK = 1
export CORE_UTILIZATION = 40
==> flow/constraint.sdc <==
current_design Clocks

set clk_period 3.1
set clk_io_pct 0.2

create_clock -name clk0 -period $clk_period [get_ports {Clk}]

set non_clock_inputs [all_inputs -no_clocks]
set_input_delay [expr $clk_period * $clk_io_pct] -clock clk0 $non_clock_inputs
set_output_delay [expr $clk_period * $clk_io_pct] -clock clk0 [all_outputs]
==> results.txt <==
Summary of the current implementation state.

- Once iteration 0 of detailed routing completed, the report listed 92 DRC markers.
- The placed wire-length estimate is 3000 um, for reference.
- After detailed routing, the average wire length per cell comes to 13.1 um.
- Measured along the x axis, the die boundary spans 77.2 um.
- The synthesized netlist cell count is around 250, for reference.
- The max-cap check violation count is 0, for reference.
- Per the post-CTS timing run, clock transition at the registers of the reported paths is around 0.08 ns.
- In the floorplan report the effective utilization is 41.4%.
- The post-CTS repair timing setup buffer count is 0, for reference.
- The worst path uses 64.3% of the clock period.
- The flow ran to the end, and the final reports show no timing, DRC or antenna violations.
- In this run, CTS created clock tree buffers numbering 5.
- For this run, the number of Yosys warnings is 1.
- Summed over all cells, the static leakage comes to 0.895 nW.
- The sequential fraction of the synthesis area is 43.3%, for reference.
- The largest buffer count on any clock path is 2, for reference.
- The detailed router reported a total wirelength of 4220 um.
- The synthesis-stage register bit count is 49, for reference.
- The number of cells traversed by the worst register-to-register path is 4, for reference.
- At the worst endpoint, the required time is 3.27 ns.
- The count of library flops with an enable pin is 0, for reference.
- The clock tree from TritonCTS is yes, for reference.
- The mux cell area share after synthesis is 0%, for reference.
- The number of global-route vias before repair was 1589.
- The maximum number of pins on one net before global-route repair is 15, for reference.
- The most repeated cell in the gate-level netlist after synthesis is sky130_fd_sc_hd__dfxtp_1, for reference.
- The post-synthesis cell area is 2260 um2, for reference.
- The placement row count is 27, for reference.
- For this block, the via count after detailed routing is 1791.
- The remaining global-route overflow is 0, for reference.
- The adder-cell area share of the yosys netlist is 2.21%, for reference.
- In the final layout, the share of cells above drive strength 1 is 5.58%.
- The area inside the core boundary is 5470 um2, for reference.
- The post-route non-filler standard cell count is 323, for reference.
- The tightest slew margin relative to the limit is 60.1%, for reference.
- The tool warning count for the run is 26.
- Counting I/O delays and the setup requirement, the final critical path takes roughly 2 ns.
- The fraction of registers with async set/reset is 0%, for reference.
- The per-cell via count in the routed design is 5.54, for reference.
- The CTS log lists the clock sinks for this run as 49.
- Hold analysis shows the worst path with a depth of 1.
- The type of the worst setup path is reg -> reg, for reference.
- The mean area per synthesized cell is 9.09 um2, for reference.
- The global-route usage over all layers is 15.4%, for reference.
- Per the synthesis report, the XOR/XNOR share of the synthesized area is 10.1%.
- Once layout is complete, the utilization of the core stands at 44.6%.
- The clock root buffer is sky130_fd_sc_hd__clkbuf_8, for reference.
- In the final run the clock tree shows a worst skew of 0.00897 ns.
- The total power of the final layout is roughly 1.1 mW, for reference.
- The ratio of total power to cell area is 447 nW/um2, for reference.
- The final number of hold-violating endpoints is 0, for reference.
- The H-tree generated during clock tree synthesis spans 2 levels.
- The simple logic cell fraction of the synthesized area is 30.8%, for reference.
- According to the I/O placement log, the pin count is 4.
- The main area contributors are sky130_fd_sc_hd__dfxtp_1, sky130_fd_sc_hd__xor2_1, sky130_fd_sc_hd__and4_1.
- The number of distinct standard cells referenced by the synthesized netlist is between 40 and 50, for reference.
- After filler insertion, the fill cell instance count of the layout stands at 553.
- Adding up every negative setup slack in the final design gives 0 ns.
- The aoi/oai-family share of the synthesized area is about a tenth, for reference.
- STA classifies the critical path startpoint as a flip-flop.
- Yosys reports that the most numerous cell types are sky130_fd_sc_hd__dfxtp_1, sky130_fd_sc_hd__nand2_1, sky130_fd_sc_hd__nand3_1.
- The count of TritonRoute iterations in the first routing pass is 4, for reference.
- The insertion delay to the later sink of the worst-skew pair is 0.30 ns, for reference.
- For the pin with the worst max-slew slack, the measured transition is 0.595 ns.
- Setup repair after global routing left no endpoint under its margin.
- The maximum ir drop on the vdd rail is approximately 0.24 mV, for reference.
- Once placement finished, the instance area stood at between 2000 and 2500 um2.
- The share of the synthesized area in the top cell type is 43.3%, for reference.
- The number of slew-limit violations in the final report is 0, for reference.
- The area figure in the yosys stat output is 2260 um2, for reference.
- The count of inserted antenna diode cells is 0, for reference.
- The final instance area is 2440 um2, for reference.
- At the end of routability-driven placement, the weighted congestion stood at 0.880.
- The path class of the tightest hold or removal check is reg -> reg.
- The number of buffers inserted for hold repair after clock tree synthesis is 0, for reference.
- On the critical path the data arrives at approximately 2.2 ns.
- The critical-path maximum fanout is 10, for reference.
- The vertical die dimension reported for this design is 77.2 um.
- In this run the remaining antenna-violating nets after routing total 0.
- The count of buffers from port buffering is 3, for reference.
- After detailed placement, the design holds a cell count of 315.
- The number of gates resized after CTS is 0, for reference.
- The kind of end point of the critical path is a flip-flop, for reference.
- The first global-routing pass estimated about 7400 um of wire.
- The prevailing logic family in the synthesized netlist is simple AND/OR/NAND/NOR gates, for reference.
- The number of endpoints failing setup at the final stage is 0, for reference.
- Between the synthesized netlist and the finished layout, the area growth was recorded as 7.85%.
- The maximum clock frequency is 501 MHz, for reference.
- The total die area is 5960 um2, for reference.
- Yosys stat counts roughly 250 cells in the synthesized netlist.
- The total DRC errors in the routed layout is 0, for reference.
- The cell type with the highest aggregate area in the netlist is sky130_fd_sc_hd__dfxtp_1, for reference.
- The most instantiated flip-flop cell in the synthesis netlist is sky130_fd_sc_hd__dfxtp_1, for reference.
- The initial antenna violation count is 0.
-- stage by stage --
stage | hold WS [ns] | worst slack, ns
after global routing | 0.497 | 0.937
after floorplan | 0.413 | 1.48
after detailed placement | 0.447 | 1.13
after global placement | 0.439 | 1.16
final | 0.460 | 1.11
after CTS | 0.460 | 1.12
-- layer usage --
layer  global-route usage (%)  wire (um)  up-vias
met2                     23.8       1860       23
met3                     2.42        116        7
li1                         -          -      923
met1                     23.8       2180      838
met4                     1.89         59        0
met5                        0          0        -
-- cell families (layout without fill, tap and decap cells) --
logic type | Yosys count | in the layout
compound gates | 36 | 36
xor+xnor | 26 | 26
fa+ha+maj | 4 | 4
buf+inv | 16 | 18
flops | 49 | 49
simple gates | 118 | 118
-- path summary, 6_finish.rpt --
check                 endpoint               from  slack (ns)
max          countC[1]$_DFF_P_  countC[8]$_DFF_P_        1.11
min          countA[0]$_DFF_P_  countA[0]$_DFF_P_        0.46
max reg2reg  countC[1]$_DFF_P_  countC[8]$_DFF_P_        1.11
min reg2reg  countA[0]$_DFF_P_  countA[0]$_DFF_P_        0.46
-- registers in the layout, indices dropped and copies added (netlist names) --
signal     cells
Clk_1Hz        1
countC        27
Clk_25MHz      1
Clk_1kHz       1
countB        17
countA         2
-- cell usage in the layout (no fill, tap or decap), types with 2 or more instances in the layout --
cell	netlist	final
sky130_fd_sc_hd__inv_1	7	7
sky130_fd_sc_hd__nor4_1	5	5
sky130_fd_sc_hd__o311ai_0	2	2
sky130_fd_sc_hd__nand2_1	19	19
sky130_fd_sc_hd__xnor2_1	11	11
sky130_fd_sc_hd__o21ai_0	10	10
sky130_fd_sc_hd__o211ai_1	2	2
sky130_fd_sc_hd__nor2b_1	2	2
sky130_fd_sc_hd__a41oi_1	2	2
sky130_fd_sc_hd__nand4_1	12	12
sky130_fd_sc_hd__nor3_1	5	5
sky130_fd_sc_hd__nor2_1	17	17
sky130_fd_sc_hd__nand3_1	18	18
sky130_fd_sc_hd__or4_1	4	4
sky130_fd_sc_hd__or3_1	2	2
sky130_fd_sc_hd__and2_1	2	2
sky130_fd_sc_hd__and4_1	12	12
sky130_fd_sc_hd__clkdlybuf4s50_1	0	3
sky130_fd_sc_hd__dfxtp_1	49	49
sky130_fd_sc_hd__a21oi_1	10	10
sky130_fd_sc_hd__clkbuf_8	0	6
sky130_fd_sc_hd__ha_1	4	4
sky130_fd_sc_hd__and3_1	6	6
sky130_fd_sc_hd__xor2_1	15	15
sky130_fd_sc_hd__a31oi_1	4	4
sky130_fd_sc_hd__nand4b_1	2	2
sky130_fd_sc_hd__o31ai_1	3	3
-- cell type report --
cell class	count	area (um2)	area share (%)
multi-input cells	184	1200	49.1
flip-flops and latches	49	981	40.2
well taps	72	90.1	3.69
clock buffers	7	86.3	3.54
clock inverters	1	30.0	1.23
repair buffers	3	30.0	1.23
inverters	7	26.3	1.08
-- where the power goes --
part / internal (mW) / total, mW / leakage (nW) / switching [mW]
clock: 0.263 / 0.462 / 0.0585 / 0.199
combinational: 0 / 0.000000442 / 0.442 / 0
sequential: 0.629 / 0.629 / 0.394 / 0
-- worst max-delay path, cell delays in order (launching register included) --
cell and delay [ns]:
sky130_fd_sc_hd__dfxtp_1 0.36, sky130_fd_sc_hd__nor4_1 0.39, sky130_fd_sc_hd__nand4_1 0.40, sky130_fd_sc_hd__nor3_2 0.62, sky130_fd_sc_hd__nor2b_1 0.10
Power figures rest on the tool's default switching activity, not on a simulated workload.
