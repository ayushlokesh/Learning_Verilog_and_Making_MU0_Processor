$ cat ./run.sh
#!/bin/bash
# OpenROAD 26Q1-2900-gdf79404cd8, Yosys 0.63+post, stock flow scripts
make -C /OpenROAD-flow-scripts/flow DESIGN_CONFIG=/design/flow/config.mk WORK_HOME=/design/flow/orfs finish
$ cat ./config.mk
export PLATFORM = sky130hd
export DESIGN_NAME = uart_s7
export DESIGN_NICKNAME = uart_s7
export VERILOG_FILES = /design/flow/design.v
export SDC_FILE = /design/flow/constraint.sdc
export NUM_CORES = 4
export LEC_CHECK = 1
export CORE_UTILIZATION = 30
$ cat ./constraint.sdc
current_design uart_s7

set clk_period 2.5
set clk_io_pct 0.2

create_clock -name clk0 -period $clk_period [get_ports {clk_100m}]

set non_clock_inputs [all_inputs -no_clocks]
set_input_delay [expr $clk_period * $clk_io_pct] -clock clk0 $non_clock_inputs
set_output_delay [expr $clk_period * $clk_io_pct] -clock clk0 [all_outputs]
$ cat ./design.v
module uart_s7(clk_100m, rx_byte, tx_byte, rx_req, rx_ack, tx_req, tx_ack, tx, rx);
input            clk_100m;    
output reg [7:0] rx_byte;     
input      [7:0] tx_byte;     
output reg       rx_req;      
input            tx_req;      
output reg       tx_ack;      
input            rx_ack;      
output reg       tx;  
input            rx;  
reg [3:0] tx_state;     
reg [6:0] tx_counter;   
reg [7:0] tx_data;      
reg [3:0] rx_state;    
reg [6:0] rx_counter;  
initial
 begin
  tx_counter = 0;
  tx_state = 0;
  tx = 1;  
  rx_counter = 0;
  rx_state = 0;
  rx_req = 0;
  tx_ack = 0;
 end
 always @(posedge clk_100m)
   case(tx_state)
   0  : if(tx_req == 1) begin tx_data <= tx_byte; tx_ack <= 1; tx_counter <= 1; tx <= 0; tx_state <= 1; end  
        else begin tx <= 1; end  
   1  : if(tx_counter == 27) begin tx <= tx_data[0]; tx_counter <= 0; tx_state <= 2; end  
        else begin tx_ack <= 0; tx_counter <= tx_counter + 1; end  
   2  : if(tx_counter == 27) begin tx <= tx_data[1]; tx_counter <= 0; tx_state <= 3; end  
        else tx_counter <= tx_counter + 1;  
   3  : if(tx_counter == 27) begin tx <= tx_data[2]; tx_counter <= 0; tx_state <= 4; end  
        else tx_counter <= tx_counter + 1;
   4  : if(tx_counter == 27) begin tx <= tx_data[3]; tx_counter <= 0; tx_state <= 5; end
        else tx_counter <= tx_counter + 1;
   5  : if(tx_counter == 27) begin tx <= tx_data[4]; tx_counter <= 0; tx_state <= 6; end
        else tx_counter <= tx_counter + 1;
   6  : if(tx_counter == 27) begin tx <= tx_data[5]; tx_counter <= 0; tx_state <= 7; end
        else tx_counter <= tx_counter + 1;
   7  : if(tx_counter == 27) begin tx <= tx_data[6]; tx_counter <= 0; tx_state <= 8; end
        else tx_counter <= tx_counter + 1;
   8  : if(tx_counter == 27) begin tx <= tx_data[7]; tx_counter <= 0; tx_state <= 9; end  
        else tx_counter <= tx_counter + 1;
   9  : if(tx_counter == 27) begin tx <= 1; tx_counter <= 0; tx_state <= 10; end  
        else tx_counter <= tx_counter + 1;  
   10 : if(tx_counter == 27) begin  tx <= 1; tx_counter <= 0; tx_state <= 0; end  
        else tx_counter <= tx_counter + 1;  
   endcase
always @(posedge clk_100m)
  case(rx_state)
  0 : if(rx == 0) begin rx_counter <= 0; rx_state <= 1; end  
  1 : if(rx_counter == 14)  
       begin
        rx_counter <= 0;            
        if(rx == 1) rx_state <= 0;  
        else rx_state <= 2;         
       end
      else rx_counter <= rx_counter +1;  
  2 : if(rx_counter == 27) begin rx_counter <= 0; rx_byte[0] <= rx; rx_state <= 3; end  
      else rx_counter <= rx_counter +1;  
  3 : if(rx_counter == 27) begin rx_counter <= 0; rx_byte[1] <= rx; rx_state <= 4; end  
      else rx_counter <= rx_counter +1;
  4 : if(rx_counter == 27) begin rx_counter <= 0; rx_byte[2] <= rx; rx_state <= 5; end  
      else rx_counter <= rx_counter +1;
  5 : if(rx_counter == 27) begin rx_counter <= 0; rx_byte[3] <= rx; rx_state <= 6; end
      else rx_counter <= rx_counter +1;
  6 : if(rx_counter == 27) begin rx_counter <= 0; rx_byte[4] <= rx; rx_state <= 7; end
      else rx_counter <= rx_counter +1;         
  7 : if(rx_counter == 27) begin rx_counter <= 0; rx_byte[5] <= rx; rx_state <= 8; end
      else rx_counter <= rx_counter +1;
  8 : if(rx_counter == 27) begin rx_counter <= 0; rx_byte[6] <= rx; rx_state <= 9; end
      else rx_counter <= rx_counter +1;
  9 : if(rx_counter == 27) begin rx_counter <= 0; rx_byte[7] <= rx; rx_state <= 10; end  
      else rx_counter <= rx_counter +1;  
  10: if(rx_counter == 27) begin rx_req <= 1; rx_state <= 11; end 
      else rx_counter <= rx_counter +1;  
  11: if(rx_ack) begin rx_req <= 0; rx_state <= 0; end 
  endcase
endmodule
==> Changelog: implementation <==
### Metrics

* CP arrival at 2.01 ns
* Clk network pwr share at a little over a fifth
* Switching Share at 34.1%
* Max-area cell share at 54.3%
* Cells after Synth at 192
* Peak Freq at 496 MHz
* CTS clk-pin slew, worst paths at 0.07 ns
* Max_slew headroom at 67.4%
* Via count at 1574
* Outcome: completed
* Worst hold path type: flop to flop
* Largest net degree at the start of global routing at 17
* Synth cell count leaders: 41 x edfxtp_1, 10 x a21oi_1, 10 x nand2_1, 10 x nor2_1, 10 x o21ai_0
* Worst setup SP type: flop
* Setup Skew at 0.00369 ns
* Sw Pwr at around 820 uW
* Fin Hold WS at roughly 0.6 ns
* DP HPWL at 2.75 mm
* Slowest cell delay on critical path at 0.46 ns
* CP endpoint kind: flop
* Placeable Area at 7290 um2
* Top cells by area: edfxtp_1 54%, ha_1 3.9%, a21oi_1 2.2%
* Sequential share of power at 45.2%
* Worst vdd ir at a little under 0.6 mV
* Dominant cell by count in the synthesized netlist: edfxtp_1
* CTS Root Cell: clkbuf_8
* Cell Area, Synth at between 2000 and 2500 um2
* Total grt overflow at 0
* Fp util at 31.1%
* H-tree Lvls at 2
* Vias per inst at around 5.0
* Clock latency (worst-skew pair) at 0.29 ns
* Setup CP Type: flop to flop
* Yosys cell count at between 150 and 200
* Area grow syn2layout at 18.4%
* Crit path DRT at 2.49 ns
* Final WL at a little over 4 mm
* CTS buffer count at 5
* Min cycle time layout at 2.01 ns
* First-pass iteration count of the detailed router at 4
* Asr flop ratio synth at 0%
* Slew @ Worst Pin at 0.489 ns
* Distinct lib cells at 53
* N_diodes at 0
* Count of library flops with an enable pin at 41
* Antenna violations before repair at 0
* Register area share after synthesis at 54.3%
* Number of global-route vias before repair at roughly 1.5k
* Die X at roughly 89 um
* CTS sink count at 41
* Iteration-0 DRC Markers at 80
* CTS tree: yes
* Worst-case clock buffer depth at 2
* Final setup fails at 0
* Row cnt at 31
* Wire per inst at 13.0 um
* Cell Chain, Critical Path: inv_1 -> ha_1 -> or4b_4 -> o211ai_4 -> o2111a_1
* Synth Area per Inst at 11.8 um2
* Yosys warns at 1
* Post-CTS sizing at 0
* Combinational power share at 33.5%
* CP Buf/Inv Count at 1
* Setup Total Neg Slack at 0 ns
* Log Warnings at 29
* P_int at 1590 uW
* Cell type with the largest total area: edfxtp_1
* CP delay by family, top: AND-OR/OR-AND gates
* Share of cells above drive strength 1 at 13.0%
* Maxcap violations at 0
* Lkg Pwr at 0.000904 uW
* Slowest CP cell: or4b_4
* #FFs+latches synth at 41
* Chip Height at 88.9 um
* GR Util All Layers at 11.7%
* # DRC at 0
* IO Port Bufs at 22
* First-pass GRT wire length at 6.97 mm
* GPL Wtd Cong at 0.850
* Cycle use final at roughly four fifths
* Pwr/cell area at 897 nW/um2
* Final Max Slew Viols at 0
* Die Size at just under 8000 um2
* Postcts setup bufs at 0
* Critical Path Fanout Max at 8
* Post-synth area from yosys stat at ~2300 um2
* RSZ-0062 raised after global routing: false
* Top_reg_cell synth: edfxtp_1
* Hold buffers post-CTS at 0
* Routed Antenna Nets at 0
* # IOs at 23
* Final hold viol count at 0
[sequential cells by signal, summed over array words and instances (netlist names)]
| signal | cells |
|---|---|
| tx_ack | 1 |
| rx_byte | 8 |
| tx_counter | 7 |
| tx_data | 8 |
| rx_state | 4 |
| tx | 1 |
| rx_counter | 7 |
| tx_state | 4 |
| rx_req | 1 |
[through the flow]
| step | power, uW | setup WS (ns) | area (um2) | cells | util [%] |
|---|---|---|---|---|---|
| floorplan | 1740 | 0.415 | 2270 | 192 | - |
| global route | 2590 | 0.364 | 2690 | 314 | 36.8 |
| finish | 2410 | 0.486 | 2690 | 314 | 36.8 |
| detailed placement | 1910 | 0.316 | 2580 | 306 | 35.4 |
| global placement | 1910 | 0.316 | 2580 | 306 | 35.4 |
| CTS | 2420 | 0.462 | 2690 | 314 | 36.8 |
[worst paths after layout]
path                               startpoint                          end  slack, ns  cells after the start
hold / removal    tx_counter[0]$_SDFFCE_PP1P_  tx_counter[0]$_SDFFCE_PP1P_       0.62                      1
hold reg to reg   tx_counter[0]$_SDFFCE_PP1P_  tx_counter[0]$_SDFFCE_PP1P_       0.62                      1
setup / recovery      rx_counter[0]$_DFFE_PP_        rx_state[1]$_DFFE_PP_       0.49                      5
setup reg to reg      rx_counter[0]$_DFFE_PP_        rx_state[1]$_DFFE_PP_       0.49                      5
[worst reg2reg max path, delay by kind of cell (launching register included)]
family | cells | cell delay [ns]
buffers and inverters | 1 | 0.09
adder cells (fa/ha/maj) | 1 | 0.13
flip-flops | 1 | 0.44
AND-OR/OR-AND | 2 | 0.60
AND/OR/NAND/NOR | 1 | 0.46
[power groups by stage]
stage	combinational, uW	sequential (uW)	clock [uW]
4_1_cts	808	1090	526
5_1_grt	919	1110	561
6_report	808	1090	512
[area by class of cell]
cell class	count	area, um2
clock inverters	2	33.8
repair buffers	26	250
multi-input cells	135	955
well taps	99	124
fillers	729	4610
clock buffers	6	72.6
flip-flops and latches	41	1230
inverters	5	18.8
[cell families (layout without fill, tap and decap cells)]
group / count (synthesis) / count (layout) / share of synthesized area (%)
buffers and inverters: 16 / 39 / 3.59
flip-flops: 41 / 41 / 54.3
AND/OR/NAND/NOR: 70 / 70 / 18.8
multiplexers: 3 / 3 / 1.49
XOR/XNOR: 7 / 7 / 2.70
adder cells (fa/ha/maj): 7 / 7 / 3.86
AND-OR/OR-AND: 48 / 48 / 15.2
[cells in the final DEF, fill, tap and decap left out, drive strengths merged, types with 4 or more instances in the layout]
master and n:
edfxtp 41, clkdlybuf4s50 22, o21ai 11, nor2 11
nand2 10, a21oi 10, nand3 9, and3 7
ha 7, nor3 6, clkbuf 6, inv 5
a31oi 5, xor2 5, buf 4, or3 4
[per-layer routing]
metal  share of wire, %  up-vias  wire length, um  global-route usage [%]
met3                6.0        7              244                    3.00
met5                  0        -                0                       0
met4                1.5        0               61                    1.44
li1                   -      797                -                       -
met2                 45       43             1820                    17.6
met1                 48      727             1970                    18.7
Power is estimated from default activity; no workload was simulated.
